### flow/design.v
module ALU_64_bit(
input [63:0] a,
input [63:0] b,
input [3:0] ALUOp,
output [63:0] Result,
output reg zero
);
wire [63:0] abar, bbar, mux1out, mux2out;
reg[63:0] ALUOut ;
always @ (a or b or ALUOp)
begin
	case (ALUOp)
		4'b0000: 
		begin
			ALUOut = a & b;
		end
		4'b0001: 
		begin
			ALUOut = a | b;
		end
		4'b0010: 
		begin
			ALUOut = a + b;
		end
		4'b0110:
		begin
			ALUOut = a - b;
		end
		4'b1100:
		begin
			ALUOut = ~(a|b);
		end
	endcase
	case (ALUOut)
		64'b0000000000000000000000000000000000000000000000000000000000000000: 
		zero = 1'b1;
		default : zero = 1'b0;
	endcase
end
assign Result = ALUOut ;
endmodule
### flow/run.sh
#!/bin/bash
# OpenROAD 26Q1-2900-gdf79404cd8, Yosys 0.63+post, stock flow scripts
make -C /OpenROAD-flow-scripts/flow DESIGN_CONFIG=/design/flow/config.mk WORK_HOME=/design/flow/orfs finish
### flow/config.mk
export PLATFORM = sky130hd
export DESIGN_NAME = ALU_64_bit
export DESIGN_NICKNAME = ALU_64_bit
export VERILOG_FILES = /design/flow/design.v
export SDC_FILE = /design/flow/constraint.sdc
export NUM_CORES = 4
export LEC_CHECK = 1
export CORE_UTILIZATION = 30
### flow/constraint.sdc
current_design ALU_64_bit

set clk_period 34.4
set clk_io_pct 0.2

create_clock -name clk0 -period $clk_period

set non_clock_inputs [all_inputs -no_clocks]
set_input_delay [expr $clk_period * $clk_io_pct] -clock clk0 $non_clock_inputs
set_output_delay [expr $clk_period * $clk_io_pct] -clock clk0 [all_outputs]
==> Flow_metrics.wiki <==
== Metrics ==
{| class="wikitable"
! Metric !! Value
|-
| Post-CTS setup buffer count || 0
|-
| Met1 GRT Util || 38.9%
|-
| Count of library flops with an enable pin || 0
|-
| Max reg flops || between 60 and 70
|-
| Worst vdd ir || around 0.0000073 V
|-
| Final-report max-slew violation count || 0
|-
| Core footprint || 30800 um^2
|-
| Total of endpoints with negative setup slack in the final report || 0
|-
| Cell area after placement || 11800 um^2
|-
| Synthesized instance count || 1425
|-
| Detailed Route Iter0 Violations || 1063
|-
| Outcome || complete, no violations
|-
| Final total negative setup slack || 0 ns
|-
| Post-Layout Inst Area || ~12000 um^2
|-
| Count of yosys warnings during synthesis || 1
|-
| Register pins left without a clock || 64
|-
| Die X || 180 um
|-
| Top fanout value on the critical path || 6
|-
| Ys flop type || dlxtn_1
|-
| Data arrival time of the worst path || 14.55 ns
|-
| Total Routed Length || 42800 um
|-
| Setup crit start kind || input pin
|-
| Final hold violation count || 0
|-
| Final period demand of the worst path || 21.44 ns
|-
| Max-cap violation count || 0
|-
| Antenna Violating Nets Remaining || 0
|-
| GRT Residual Overflow || 0
|-
| Number of gates given a new drive strength after cts || 0
|-
| Detailed-route DRC error count || 0
|-
| First-pass GRT wire length || 64900 um
|-
| DR WL/cell || 22.0 um
|-
| Power Density || 18.3 nW/um^2
|-
| Ys flops || 64
|-
| Per-cell via count in the routed design || 5.96
|-
| Total global routing track utilization || between 20% and 30%
|-
| Leakage || 4.49 nW
|-
| Path type of the worst setup path || in2out
|-
| Share of layout cells above drive strength 1 || approximately 2.6%
|-
| Share of flip-flops with an asynchronous set or reset after synthesis || 0%
|-
| Routability congestion estimate || 1.02
|-
| Number of rows in the core area || 64
|-
| Yosys chip area || 9470 um^2
|-
| Crit path capture type || output pin
|-
| Largest net degree at the start of global routing || 48
|-
| Hold Path Class || in2out
|-
| Met3 Resource Use GR || under 10%
|-
| F_max || 46.7 MHz
|-
| Relative slew slack || about a third
|-
| Worst endpoint required time || 27.52 ns
|-
| Share of the clock period used by the worst path || 62.3%
|-
| Core utilization at floorplan || 30.7%
|-
| Total number of vias || about 12000
|-
| Slew @ Worst Pin || 0.993 ns
|-
| Total die size || 32300 um^2
|-
| Log Warnings || 34
|-
| Unique cell types || between 80 and 90
|-
| Post-cts hold buffer count || 0
|-
| Ports || 197
|-
| Global-route track usage on met2 || 40.1%
|-
| Via count of the first global-routing pass || 10719
|-
| Number of inserted filler cells in the final layout || 3215
|-
| RSZ-0062 raised after global routing || no
|-
| Antenna violations before repair || 3
|-
| Area growth from synthesis to layout || 24.2%
|-
| Number of input and output port buffers inserted || 197
|-
| Post-Syn Area per Cell || 6.64 um^2
|-
| Number of detailed-route iterations in the first pass || 20
|-
| Final HPWL DP || approximately 35000 um
|-
| Endpoints left unconstrained || 128
|-
| Peak-usage layer in the global routing report || met2
|-
| Synth Cell Area || approximately 9500 um^2
|-
| Post-synthesis cell count from yosys || about 1400
|-
| Die Span Y || 180 um
|}
[cells in the final DEF, fill, tap and decap left out, types with 32 or more instances in the layout]
cell	n
nand4_1	34
nand2_1	141
clkdlybuf4s50_1	197
ha_1	66
a21oi_1	146
nor3_1	70
dlxtn_1	64
nor2_1	116
xor2_1	47
o21ai_0	109
xnor2_1	55
o31ai_1	32
a21o_1	37
[layout make-up]
cell class	count	area, um^2	area share [%]
sequential	64	961	8.17
inverter	31	116	0.990
antenna	2	5.00	0.0426
timing repair buffer	218	2130	18.1
multi-input combinational	1238	8050	68.5
tap	396	495	4.21
[kinds of logic (layout without fill, tap and decap cells)]
| logic type | count (synthesis) | count (layout) | synth area share (%) |
|---|---|---|---|
| AOI/OAI and AO/OA | 532 | 532 | 36.7 |
| and+or+nand+nor | 507 | 507 | 26.4 |
| buffers and inverters | 123 | 249 | 5.15 |
| xor gates and xnor gates | 102 | 102 | 9.44 |
| adders and majority gates | 87 | 87 | 11.0 |
| latches | 64 | 64 | 10.2 |
| muxes | 10 | 10 | 1.06 |
| other | 0 | 2 | 0 |
[worst max-delay path, stage by stage]
cell and delay (ns):
clkdlybuf4s50_1 0.47, inv_1 0.11, ha_1 0.19, nor4b_1 0.42, nand4_1 0.45, nor3_1 0.29
buf_4 0.19, nand2_1 0.09, nor2_1 0.20, nand2_1 0.15, nor2_1 0.51, inv_1 0.17
o21ai_0 0.22, xor2_1 0.17, ha_1 0.32, a21oi_1 0.27, o21bai_1 0.09, a21oi_1 0.26
o21ai_0 0.17, a221o_1 0.41, a21oi_1 0.21, a211oi_1 0.09, or3_1 0.45, or4_1 0.57
or4_1 0.47, nor4_2 0.22, clkdlybuf4s50_1 0.49
[power by group]
| part | switching (mW) | internal [mW] | leakage, nW | total [mW] |
|---|---|---|---|---|
| logic | 0.118 | 0.0822 | 3.98 | 0.201 |
| registers | 0.00189 | 0.0123 | 0.510 | 0.0142 |
| clock network | 0 | 0.00000000781 | 0.0000127 | 0.00000000782 |
| total | 0.120 | 0.0945 | 4.49 | 0.215 |
[path summary, 6_finish.rpt]
path,from,end,slack [ns],cells past startpoint
worst min-delay path,b[63],zero,14.99,5
worst max-delay path,b[0],zero,12.97,27
[routing by layer]
metal  routed length (um)  up-vias
met1                19800     5430
met5                   13        -
met2                18700      476
met3                 3130       57
li1                     -     5660
met4                 1160        2
[Yosys cell counts, types with 6 or more instances]
cell,count,area (um^2)
a21oi_1,147,736
nand2_1,141,529
nor2_1,116,435
o21ai_0,109,546
nor3_1,70,350
ha_1,66,826
clkbuf_1,65,244
dlxtn_1,64,961
xnor2_1,55,482
xor2_1,47,412
a21o_1,37,278
nand4_1,34,213
o31ai_1,32,240
inv_1,31,116
nand3_1,31,155
o21a_1,23,173
or3_1,21,131
maj3_1,20,200
a31oi_1,19,119
o211ai_1,19,143
o21bai_1,19,143
a211oi_1,18,135
or4_1,14,105
and3_1,13,81.3
buf_1,12,45.0
buf_2,12,60.1
a221oi_1,11,96.3
mux2i_1,10,100
nor4_1,10,62.6
a221o_1,9,90.1
and2_1,9,56.3
nand2b_1,9,56.3
o41ai_1,9,78.8
a32oi_1,7,61.3
nand3b_1,6,45.0
o21ai_1,6,30.0
o311ai_0,6,52.6
[through the flow]
step | setup slack, ns | hold WS (ns) | power [mW] | std cells | utilization [%]
2_1_floorplan | 15.25 | 13.96 | 0.131 | 1425 | -
3_3_place_gp | 13.16 | 14.98 | 0.212 | 1947 | 38.1
3_5_place_dp | 13.07 | 14.99 | 0.211 | 1947 | 38.1
4_1_cts | 13.05 | 15.00 | 0.212 | 1947 | 38.1
5_1_grt | 12.55 | 15.07 | 0.233 | 1949 | 38.1
6_report | 12.97 | 14.99 | 0.215 | 1949 | 38.1
Power and IR drop assume default switching activity.
