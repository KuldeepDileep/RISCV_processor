--- design/flow/design.v ---
module IR2(
	input clk, reset, RegWrite, Branch, MemRead, MemtoReg, MemWrite, ALUSrc,
	input [1:0] ALUOp,
	input [63:0] PC_Out_IR1, 
	input [63:0] readData1, readData2,
	input [63:0] imm_data,
	input [3:0] insta_IR1,
	input [4:0] instb_IR1,
	output reg RegWrite_IR2, Branch_IR2, MemRead_IR2, MemtoReg_IR2, MemWrite_IR2, ALUSrc_IR2,
	output reg [1:0] ALUOp_IR2,
	output reg [63:0] PC_Out_IR2,
	output reg [63:0] readData1_IR2, readData2_IR2,
	output reg [63:0] imm_data_IR2,
	output reg [3:0] insta_IR2, 
	output reg [4:0] instb_IR2
);
always @ (posedge clk or posedge reset)
begin
	if (reset)
	begin
		RegWrite_IR2 <= 1'd0;
		Branch_IR2 <= 1'd0;
		MemRead_IR2 <= 1'd0;
		MemtoReg_IR2 <= 1'd0;
		MemWrite_IR2 <= 1'd0;
		ALUSrc_IR2 <= 1'd0;
		ALUOp_IR2 <= 2'd0;
		PC_Out_IR2 <= 64'd0;
		readData1_IR2 <= 64'd0;
		readData2_IR2 <= 64'd0;
		imm_data_IR2 <= 64'd0;
		insta_IR2 <= 4'd0;
		instb_IR2 <= 5'd0;
	end
	else
	begin
		RegWrite_IR2 <= RegWrite;
		Branch_IR2 <= Branch;
		MemRead_IR2 <= MemRead;
		MemtoReg_IR2 <= MemtoReg;
		MemWrite_IR2 <= MemWrite;
		ALUSrc_IR2 <= ALUSrc;
		ALUOp_IR2 <= ALUOp;
		PC_Out_IR2 <= PC_Out_IR1;
		readData1_IR2 <= readData1;
		readData2_IR2 <= readData2;
		imm_data_IR2 <= imm_data;
		insta_IR2 <= insta_IR1;
		instb_IR2 <= instb_IR1;
	end
end
endmodule
--- design/flow/run.sh ---
#!/bin/bash
# OpenROAD 26Q1-2900-gdf79404cd8, Yosys 0.63+post, stock flow scripts
make -C /OpenROAD-flow-scripts/flow DESIGN_CONFIG=/design/flow/config.mk WORK_HOME=/design/flow/orfs finish
--- design/flow/config.mk ---
export PLATFORM = sky130hd
export DESIGN_NAME = IR2
export DESIGN_NICKNAME = IR2
export VERILOG_FILES = /design/flow/design.v
export SDC_FILE = /design/flow/constraint.sdc
export NUM_CORES = 4
export LEC_CHECK = 1
export CORE_AREA = 10 10 228 228
export DIE_AREA = 0 0 238 238
--- design/flow/constraint.sdc ---
current_design IR2

set clk_period 1.0
set clk_io_pct 0.2

create_clock -name clk0 -period $clk_period [get_ports {clk}]

set non_clock_inputs [all_inputs -no_clocks]
set_input_delay [expr $clk_period * $clk_io_pct] -clock clk0 $non_clock_inputs
set_output_delay [expr $clk_period * $clk_io_pct] -clock clk0 [all_outputs]
==> reports/qor.yml <==
layout:
  comb_area_um2: 0
  mostFrequentLayoutCells: "274 x clkdlybuf4s50_1, 273 x dfrtp_1, 273 x buf_2, 29 x clkbuf_16, 25 x buf_4"
  mostFrequentLayoutCell: "clkdlybuf4s50_1"
  fin_util_pct: 27.9
  drive_above_1_share_pct: 39.2
  nMultiInputCombCells: 0
  regArea_mm2: 0.00683
  area_growth_syn_to_layout_pct: 91.1
  fill_cells: 4753
  finalInstanceArea_mm2: 0.0131
final_timing:
  timing.fmax_mhz: 791
  relSlewSlack_pct: 85.0
  slew_violations: 0
  setup_slack_ns: -0.265
  worst_pin_slew_ns: 0.224
  period_needed_ns: 1.26
  period_used_pct: 126
  finalSetupViolCount: 273
  hold_violations: 0
  rsz0062_at_grt: "true"
drt:
  vias_per_cell: 3.14
  drtIter0Drc: 79
  antenna_left: 0
  routed_wl_mm: 29.1
  vias: 4768
  first_pass_iters: 4
  routedWlPerCell_um: 19.2
  drc: 0
yosys:
  yosys_register_bits: 273
  muxShareOfSynthArea_pct: 0
  ys_warn_count: 1
  netlist_area_mm2: 0.00684
  synth_stat.cells: 274
  logic_family: "buffers and inverters"
  post_synth_num_cell_types: 2
  synthAoiAreaFrac_pct: 0
  syn_area_per_cell_um2: 24.9
  yosys-stat-area_mm2: 0.00684
  adder_share_pct: 0
  yosys.area_share.simple_pct: 0
  synth-seq-area-share_pct: 99.9
  xor_share_pct: 0
  synth_cells: 274
clocking:
  cts.path.max_buffers: 3
  path_clk_slew_ns: 0.06
  cts_tree: "done"
  htree_levels: 1
  cts_buffers: 29
  root_buffer: "clkbuf_16"
  numClockSinks: 273
hold_path:
  hold_path_depth: 1
  worstHoldStart: "imm_data[57]"
  hold_end: "imm_data_IR2[57]"
  min_path_type: "primary input to flop"
global_route:
  first_global_vias: 5411
  grt_max_degree: 25
  gr-total-overflow: 0
  grt_pass1_wl_mm: 40.6
  antenna_found_initial: 4
  grtUsageTotal_pct: 9.93
worst_setup_path:
  crit_chain: "buf_2"
  crit_slowest_cell: "dfrtp_1"
  cp.depth: 1
  cp_data_required_time_ns: 0.80
  cp_data_arrival_time_ns: 1.06
  path_max_fanout: 1
  slowest_delay_ns: 0.38
  cp-start-kind: "flop"
  worstSetupPathType: "flop to output pin"
  cp.buffers_inverters: 1
  worst_setup_path_end_kind: "output pin"
  cp_top_family: "flip-flops"
pwr:
  p_leak_uw: 0.00601
  cellPowerDensity_mw_per_mm2: 1880
  peakVddDrop_uv: 1540
job:
  warnings: 28
  drv_cap: 0
outcome:
  violations: "setup timing"
  status: "finished, violations left"
placement:
  gp_congestion: 0.856
  place_area_mm2: 0.0134
  portBuffers: 547
  dp_hpwl_mm: 24.3
floorplanning:
  die_x_um: 238
  fp_util_pct: 14.6
  coreArea_mm2: 0.0468
  ios: 548
  die_area_mm2: 0.0566
  rows: 79
  fp.dieH_um: 238
[how the worst max path moves through the flow]
| stage | from | end | slack (ns) |
|---|---|---|---|
| after CTS | readData1_IR2[34] | readData1_IR2[34] | -0.31 |
| after global routing | readData1_IR2[34] | readData1_IR2[34] | -0.31 |
| final | readData1_IR2[34] | readData1_IR2[34] | -0.26 |
[flip-flops by register name (all words and copies together), names as in the netlist, 2 cells and up]
signal / flops
readData2_IR2: 64
insta_IR2: 4
instb_IR2: 5
ALUOp_IR2: 2
readData1_IR2: 64
PC_Out_IR2: 64
imm_data_IR2: 64
[final cells by class]
| class | count | share of cell area (%) |
|---|---|---|
| antenna | 2 | 0.0383 |
| clock buffer | 43 | 6.65 |
| timing repair buffer | 581 | 34.3 |
| tap | 607 | 5.82 |
| inverter | 1 | 0.0575 |
| sequential | 273 | 52.3 |
| clock inverter | 10 | 0.853 |
[routing by layer]
layer	track usage, %	share of wire (%)	vias to the layer above
li1	-	-	2083
met1	11.1	36	2311
met2	16.4	49	329
met3	5.50	13	41
met4	2.12	2.4	4
met5	0	0.089	-
[kinds of logic after synthesis]
logic type and Yosys count:
buf+inv 1, flops 273
[stage by stage]
stage          setup slack (ns)  TNS (ns)  hold WS [ns]  cells  power [uW]
2_1_floorplan             -2.81   -766.97         0.231    274       12000
3_3_place_gp            -0.0614     -5.11         0.644   1462       14600
3_5_place_dp            -0.0776     -7.12         0.648   1462       14600
4_1_cts                  -0.310    -72.88        0.0339   1515       25000
5_1_grt                  -0.314    -74.09        0.0428   1515       25500
6_report                 -0.265    -60.02        0.0727   1517       24500
[report_power, final]
| part | internal [uW] | switching (uW) |
|---|---|---|
| Clock | 6490 | 4230 |
| Combinational | 1420 | 642 |
| Sequential | 11600 | 129 |
| Total | 19500 | 5000 |
[Yosys cell counts]
library cell	number	area [um2]
dfrtp_1	273	6830
inv_1	1	3.75
[repair_timing]
| item | in CTS | in global routing |
|---|---|---|
| hold buffers | 0 | 0 |
| buffers inserted | 0 | 0 |
| resized | 905 | 0 |
| setup endpoints to repair | 273 | 273 |
| cloned | 0 | 0 |
Power and IR drop assume default switching activity.
