==> design/flow/design.v <==
module registerFile(
	input [63:0] data,
	input [4:0] rs1,rs2,rd,
	input regWrite, clk, reset,
	output reg [63:0] readData1, readData2
);
reg [63:0] registers [31:0];
initial
begin
	registers[0] = 64'b0000000000000000000000000000000000000000000000000000000000000000;
	registers[1] = 64'b0000000000000000000000000000000000000000000000000000000000000001;
	registers[2] = 64'b0000000000000000000000000000000000000000000000000000000000000010;
	registers[3] = 64'b0000000000000000000000000000000000000000000000000000000000000011;
	registers[4] = 64'b0000000000000000000000000000000000000000000000000000000000000100;
	registers[5] = 64'b0000000000000000000000000000000000000000000000000000000000000101;
	registers[6] = 64'b0000000000000000000000000000000000000000000000000000000000000110;
	registers[7] = 64'b0000000000000000000000000000000000000000000000000000000000000111;
	registers[8] = 64'b0000000000000000000000000000000000000000000000000000000000001000;
	registers[9] = 64'b0000000000000000000000000000000000000000000000000000000000001001;
	registers[10] = 64'b0000000000000000000000000000000000000000000000000000000000001010;
	registers[11] = 64'b0000000000000000000000000000000000000000000000000000000000001011;
	registers[12] = 64'b0000000000000000000000000000000000000000000000000000000000001100;
	registers[13] = 64'b0000000000000000000000000000000000000000000000000000000000001101;
	registers[14] = 64'b0000000000000000000000000000000000000000000000000000000000001110;
	registers[15] = 64'b0000000000000000000000000000000000000000000000000000000000001111;
	registers[16] = 64'b0000000000000000000000000000000000000000000000000000000000010000;
	registers[17] = 64'b0000000000000000000000000000000000000000000000000000000000010001;
	registers[18] = 64'b0000000000000000000000000000000000000000000000000000000000010010;
	registers[19] = 64'b0000000000000000000000000000000000000000000000000000000000010011;
	registers[20] = 64'b0000000000000000000000000000000000000000000000000000000000010100;
	registers[21] = 64'b0000000000000000000000000000000000000000000000000000000000010101;
	registers[22] = 64'b0000000000000000000000000000000000000000000000000000000000010110;
	registers[23] = 64'b0000000000000000000000000000000000000000000000000000000000010111;
	registers[24] = 64'b0000000000000000000000000000000000000000000000000000000000011000;
	registers[25] = 64'b0000000000000000000000000000000000000000000000000000000000011001;
	registers[26] = 64'b0000000000000000000000000000000000000000000000000000000000011010;
	registers[27] = 64'b0000000000000000000000000000000000000000000000000000000000011011;
	registers[28] = 64'b0000000000000000000000000000000000000000000000000000000000011100;
	registers[29] = 64'b0000000000000000000000000000000000000000000000000000000000011101;
	registers[30] = 64'b0000000000000000000000000000000000000000000000000000000000011110;
	registers[31] = 64'b0000000000000000000000000000000000000000000000000000000000011111;
end
always @ (posedge clk)
begin 
	registers[rd] <= data;
end
always @ (negedge clk)
begin 
	if (reset)
	begin
		readData1 = 64'b0000000000000000000000000000000000000000000000000000000000000000;
		readData2 = 64'b0000000000000000000000000000000000000000000000000000000000000000;	
	end
	else
	begin
		readData1 <= registers[rs1];
		readData2 <= registers[rs2];
	end
end
endmodule
==> design/flow/run.sh <==
#!/bin/bash
# OpenROAD 26Q1-2900-gdf79404cd8, Yosys 0.63+post, stock flow scripts
make -C /OpenROAD-flow-scripts/flow DESIGN_CONFIG=/design/flow/config.mk WORK_HOME=/design/flow/orfs finish
==> design/flow/config.mk <==
export PLATFORM = sky130hd
export DESIGN_NAME = registerFile
export DESIGN_NICKNAME = registerFile
export VERILOG_FILES = /design/flow/design.v
export SDC_FILE = /design/flow/constraint.sdc
export NUM_CORES = 4
export LEC_CHECK = 1
export CORE_UTILIZATION = 30
==> design/flow/constraint.sdc <==
current_design registerFile

set clk_period 13.0
set clk_io_pct 0.2

create_clock -name clk0 -period $clk_period [get_ports {clk}]

set non_clock_inputs [all_inputs -no_clocks]
set_input_delay [expr $clk_period * $clk_io_pct] -clock clk0 $non_clock_inputs
set_output_delay [expr $clk_period * $clk_io_pct] -clock clk0 [all_outputs]
==> flow_summary.toml <==
# generated from flow reports
[outcome]
status = "finished, final reports clean"

[setup_path]
crit_path_end_kind = "flip-flop"
cp-startpoint = "rs1[3]"
reg2reg_from = "registers[25][61]"
worstPathArrival_ns = 5.44
cp.required_ns = 7.31
start_kind = "input pin"
critPathMaxFanout = 19
criticalPathCategory = "in -> reg"

[flow_run]
warnings = 155
maxCapViolCount = 0

[global_routing]
grt_overflow = 0
first_global_vias = 59674
grt_max_degree = 81
grt_first_pass_wirelength_um = 439200
antenna_found_initial = 18
grt_use_total_pct = 20.83

[pwr]
p_leak_nw = 35.81
power_switching_w = 0.003825
p_per_area_nw_per_um2 = 143.5
switching_share_pct = 23.45
clkPwrFrac_pct = 43.0
p_int_w = 0.01249
power_frac_seq_pct = 48.6
combPwrFrac_pct = 8.4
peakVddDrop_mv = 0.1205

[logic_synthesis]
syn_inst = 4513
yosys_area_um2 = 96400
syn_area_um2 = 96400
mux_area_share_pct = 27.10
simple_gate_share_pct = 1.550
ys.flop_type = "edfxtp_1"
synth-async-reset-ratio_pct = 0
ys_seq_share_pct = 66.45
syn_area_per_cell_um2 = 21.36
compound_area_share_pct = 2.903
synth_warnings = 1
topCombFamilyByArea = "multiplexers"
ys_cells = 4513
numSynthFlops = 2176
synthAdderAreaFrac_pct = 0
synthDistinctLibCells = 50
synthXorXnorAreaFrac_pct = 0
synth-edff-count = 2048

[final_timing]
worst-slew-pin-transition_ns = 1.173
whs_ns = 2.505
drv_slew = 0
final-hold-violation-count = 0
setup_tns_ns = 0
rsz0062_at_grt = "false"
skew_ns = 0.04569
slew_headroom_pct = 21.10
final-setup-viol-count = 0
setup_ws_ns = 1.869

[clocking]
clock_latency_ns = 0.91
cts_resized = 0
cts.sinks = 2176
cts_tree = "yes"
post_cts_buffers = 0
cts_buffers = 241
clockBufferDepth = 4
htree_num_levels = 4
clk_pin_slew_ns = 0.06
hold_buffers = 0
ctsRootBufferMaster = "clkbuf_16"

[floorplanning]
dieWidth_um = 568.9
rows = 207
coreArea_um2 = 318800
die_area_um2 = 323600
io_pins = 210
fp-utilization_pct = 30.24
die_h_um = 568.9

[routing]
ant_nets = 0
num_vias = 52487
drt_iter0_drc = 3283
drt-pass1-iter-count = 5
drc = 0
avgRoutedWirePerCell_um = 32.79
wl_um = 312800
via_per_inst = 5.502

[placed_design]
post-place-cells = 8959
hpwl_um = 181200
place_congestion = 0.8502
io_buffers = 208
place_ws_ns = 0.9479
dpl-instance-area_um2 = 105200

[hold_path]
hold_class = "in -> reg"
hold_start = "data[23]"

[cells_and_area]
n_fill_cell = 28796
post-route-cell-area_um2 = 113600
drive_gt1_share_pct = 37.04
area_growth_pct = 17.87
fin_cells = 9539
[cell families after synthesis]
| logic type | Yosys count |
|---|---|
| AND-OR/OR-AND | 402 |
| AND/OR/NAND/NOR | 294 |
| multiplexers | 1282 |
| buffers and inverters | 359 |
| flip-flops | 2176 |
[routing by layer]
layer	track usage, %	vias up	wire length (µm)	part of all wire [%]
met5	2.082	-	667	0.21
met4	6.879	29	13230	4.2
li1	-	21050	-	-
met2	30.25	4097	142800	46
met1	21.33	26670	93560	30
met3	18.63	641	62580	20
[layout by cell type, fill, tap and decap left out, types with 8 or more instances in the layout]
master / n
a211oi_1: 17
a21oi_1: 37
a221o_1: 24
a221oi_1: 21
a22o_1: 24
a22oi_1: 42
a31o_2: 15
buf_12: 45
buf_4: 265
bufinv_16: 15
clkbuf_1: 31
clkbuf_16: 258
clkbuf_8: 12
clkdlybuf4s50_1: 197
clkinv_1: 35
clkinv_2: 47
clkinv_4: 8
clkinvlp_4: 9
dfxtp_1: 128
diode_2: 10
edfxtp_1: 2048
inv_1: 139
mux2_2: 136
mux2i_1: 97
mux4_2: 1049
nand2_1: 57
nand3_1: 13
nor2_1: 42
nor2_4: 33
nor2b_1: 15
nor3_1: 41
nor4_1: 43
o21ai_0: 21
o22ai_1: 179
[flip-flops by register name (all words and copies together), names as in the netlist]
name	count
registers	2048
readData1	64
readData2	64
[area by class of cell]
type | count | area (µm²) | share of cell area (%)
Clock inverter | 269 | 1689 | 1.486
Clock buffer | 302 | 6745 | 5.936
Inverter | 5 | 28.78 | 0.02532
Timing Repair Buffer | 515 | 4965 | 4.369
Antenna cell | 10 | 25.02 | 0.02202
Sequential cell | 2176 | 64060 | 56.37
Multi-Input combinational cell | 1978 | 30760 | 27.07
Tap cell | 4284 | 5360 | 4.717
[Yosys cell counts, types with 2 or more instances]
| library cell | n | area (µm²) |
|---|---|---|
| a2111oi_0 | 3 | 26.28 |
| buf_2 | 114 | 570.6 |
| nor4bb_1 | 3 | 30.03 |
| nor2_1 | 77 | 289.0 |
| o21ai_0 | 21 | 105.1 |
| and2_1 | 2 | 12.51 |
| o22ai_1 | 179 | 1120 |
| buf_6 | 32 | 360.4 |
| nor3b_2 | 2 | 25.02 |
| edfxtp_1 | 2048 | 61500 |
| a22oi_1 | 42 | 315.3 |
| and4_1 | 3 | 26.28 |
| a22o_1 | 24 | 210.2 |
| buf_4 | 51 | 382.9 |
| or3_1 | 7 | 43.79 |
| a31oi_1 | 2 | 12.51 |
| nand2b_1 | 5 | 31.28 |
| nand3b_1 | 4 | 30.03 |
| a211oi_1 | 17 | 127.6 |
| buf_1 | 24 | 90.09 |
| nor2b_1 | 17 | 106.4 |
| inv_1 | 4 | 15.01 |
| nor4b_1 | 5 | 43.79 |
| dfxtp_1 | 128 | 2562 |
| clkbuf_1 | 132 | 495.5 |
| o31ai_1 | 7 | 52.55 |
| or3b_2 | 4 | 35.03 |
| a221oi_1 | 21 | 183.9 |
| mux2_2 | 136 | 1531 |
| a21o_1 | 2 | 15.01 |
| or2_2 | 2 | 12.51 |
| a31o_2 | 15 | 131.4 |
| nor3_1 | 42 | 210.2 |
| a221o_1 | 24 | 240.2 |
| a21oi_1 | 37 | 185.2 |
| mux2i_1 | 97 | 970.9 |
| nand3_1 | 14 | 70.07 |
| nor4_1 | 45 | 281.5 |
| a211o_1 | 3 | 26.28 |
| inv_2 | 2 | 7.510 |
| nand2_1 | 58 | 217.7 |
| mux4_2 | 1049 | 23630 |
| and3_1 | 2 | 12.51 |
[critical path: stages]
cell,delay [ns]
buf_4,0.31
buf_4,0.50
or3b_2,0.74
buf_4,0.29
o22ai_1,0.14
nor4_1,0.55
buf_4,0.25
[power by group through the flow]
stage / logic [W] / clock network (W) / registers (W)
4_1_cts: 0.00138 / 0.00715 / 0.00793
5_1_grt: 0.00146 / 0.00743 / 0.00794
6_report: 0.00137 / 0.00702 / 0.00792
[worst paths after layout]
path / slack, ns / end / cells past startpoint
worst max-delay path: 1.87 / readData1[62] / 7
worst min-delay path: 2.50 / registers[10][23] / 2
worst max register to register: 4.38 / readData1[61] / 4
worst min register to register: 7.31 / readData2[30] / 3
[metrics by stage]
stage	total power (W)	utilization (%)
floorplan	0.008868	-
global placement	0.009492	32.99
detailed placement	0.009503	32.99
CTS	0.01646	35.63
global route	0.01682	35.64
finish	0.01631	35.64
Power and IR drop assume default switching activity.
